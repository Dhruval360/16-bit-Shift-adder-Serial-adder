--- flow/design.v ---
module shift_ff(input wire clk, reset, shift, prev_dff, d_in, output wire q);
  mux2 m(d_in, prev_dff, shift, in);  
  dfrl ff(clk, reset, 1'b1, in, q);
endmodule
module shift_register(input wire clk, reset, load, input wire [15:0] in, 
                      output wire out_bit, output wire [15:0] contents);
wire shift;  
wire intermediate[14:0]; 
  invert n1 (load, shift);
  shift_ff d1(clk, reset, shift, 1'b0, in[15], intermediate[14]);
  shift_ff d2(clk, reset, shift, intermediate[14], in[14], intermediate[13]);
  shift_ff d3(clk, reset, shift, intermediate[13], in[13], intermediate[12]);
  shift_ff d4(clk, reset, shift, intermediate[12], in[12], intermediate[11]);
  shift_ff d5(clk, reset, shift, intermediate[11], in[11], intermediate[10]);
  shift_ff d6(clk, reset, shift, intermediate[10], in[10], intermediate[9]);
  shift_ff d7(clk, reset, shift, intermediate[9], in[9], intermediate[8]);
  shift_ff d8(clk, reset, shift, intermediate[8], in[8], intermediate[7]);
  shift_ff d9(clk, reset, shift, intermediate[7], in[7], intermediate[6]);
  shift_ff d10(clk, reset, shift, intermediate[6], in[6], intermediate[5]);
  shift_ff d11(clk, reset, shift, intermediate[5], in[5], intermediate[4]);
  shift_ff d12(clk, reset, shift, intermediate[4], in[4], intermediate[3]);
  shift_ff d13(clk, reset, shift, intermediate[3], in[3], intermediate[2]);
  shift_ff d14(clk, reset, shift, intermediate[2], in[2], intermediate[1]);
  shift_ff d15(clk, reset, shift, intermediate[1], in[1], intermediate[0]);
  shift_ff d16(clk, reset, shift, intermediate[0], in[0], out_bit);
  assign contents = {intermediate[14], intermediate[13], intermediate[12], intermediate[11], intermediate[10], intermediate[9], 
                     intermediate[8], intermediate[7], intermediate[6], intermediate[5], intermediate[4], intermediate[3], 
                     intermediate[2], intermediate[1], intermediate[0], out_bit};
endmodule
module shift_resgister_out(input wire clk, reset, in1, output wire [15:0] sum);
wire intermediate[14:0];  
  dfrl d1(clk, reset, 1'b1, in1, intermediate[14]);
  dfrl d2(clk, reset, 1'b1, intermediate[14], intermediate[13]);
  dfrl d3(clk, reset, 1'b1, intermediate[13], intermediate[12]);
  dfrl d4(clk, reset, 1'b1, intermediate[12], intermediate[11]);
  dfrl d5(clk, reset, 1'b1, intermediate[11], intermediate[10]);
  dfrl d6(clk, reset, 1'b1, intermediate[10], intermediate[9]);
  dfrl d7(clk, reset, 1'b1, intermediate[9], intermediate[8]);
  dfrl d8(clk, reset, 1'b1, intermediate[8], intermediate[7]);
  dfrl d9(clk, reset, 1'b1, intermediate[7], intermediate[6]);
  dfrl d10(clk, reset, 1'b1, intermediate[6], intermediate[5]);
  dfrl d11(clk, reset, 1'b1, intermediate[5], intermediate[4]);
  dfrl d12(clk, reset, 1'b1, intermediate[4], intermediate[3]);
  dfrl d13(clk, reset, 1'b1, intermediate[3], intermediate[2]);
  dfrl d14(clk, reset, 1'b1, intermediate[2], intermediate[1]);
  dfrl d15(clk, reset, 1'b1, intermediate[1], intermediate[0]);
  assign sum = {in1, intermediate[14], intermediate[13], intermediate[12], intermediate[11], intermediate[10],
                intermediate[9], intermediate[8], intermediate[7], intermediate[6], intermediate[5], 
                intermediate[4], intermediate[3], intermediate[2], intermediate[1], intermediate[0]};
endmodule
module shift_adder (input wire clk, reset, load, input wire [15:0] a, b, 
                    output wire [15:0] contents_a, contents_b, op, output wire carry);
  wire t1, t2, fa_out, cin, cout;
  shift_register a0(clk, reset, load, a, t1, contents_a);
  shift_register b0(clk, reset, load, b, t2, contents_b);
  fulladder fa(t1, t2, cin, fa_out, cout);
  dfrl carry_hold(clk, reset, 1'b1, cout, cin);  
  shift_resgister_out ans(clk, reset, fa_out, op);
  assign carry = cout;
endmodule
module invert (input wire i, output wire o);
  assign o = !i;
endmodule
module and2 (input wire i0, i1, output wire o);
  assign o = i0 & i1;
endmodule
module or2 (input wire i0, i1, output wire o);
  assign o = i0 | i1;
endmodule
module or3 (input wire i0, i1, i2, output wire o);
  wire t;
  or2 or2_0 (i0, i1, t);
  or2 or2_1 (i2, t, o);
endmodule
module xor2 (input wire i0, i1, output wire o);
  assign o = i0 ^ i1;
endmodule
module xor3 (input wire i0, i1, i2, output wire o);
  wire t;
  xor2 xor2_0 (i0, i1, t);
  xor2 xor2_1 (i2, t, o);
endmodule
module mux2 (input wire i0, i1, j, output wire o);
  assign o = (j==0)?i0:i1;
endmodule
module df (input wire clk, in, output wire out);
  reg df_out;
  always@(posedge clk) df_out <= in;
  assign out = df_out;
endmodule
module dfr (input wire clk, reset, in, output wire out);
  wire reset_, df_in;
  invert invert_0 (reset, reset_);
  and2 and2_0 (in, reset_, df_in);
  df df_0 (clk, df_in, out);
endmodule
module dfrl (input wire clk, reset, load, in, output wire out);
wire _in;
  mux2 mux2_0(out, in, load, _in);
  dfr dfr_1(clk, reset, _in, out);
endmodule
module fulladder (input wire i0, i1, cin, output wire sum, cout);  
wire t0, t1, t2;
  xor3 _i0 (i0, i1, cin, sum);
  and2 _i1 (i0, i1, t0);
  and2 _i2 (i1, cin, t1);
  and2 _i3 (cin, i0, t2);
  or3 _i4 (t0, t1, t2, cout);
endmodule
--- flow/run.sh ---
#!/bin/bash
# OpenROAD 26Q1-2900-gdf79404cd8, Yosys 0.63+post, stock flow scripts
make -C /OpenROAD-flow-scripts/flow DESIGN_CONFIG=/design/flow/config.mk WORK_HOME=/design/flow/orfs finish
--- flow/config.mk ---
export PLATFORM = sky130hd
export DESIGN_NAME = shift_adder
export DESIGN_NICKNAME = shift_adder
export VERILOG_FILES = /design/flow/design.v
export SDC_FILE = /design/flow/constraint.sdc
export NUM_CORES = 4
export LEC_CHECK = 1
export CORE_UTILIZATION = 30
--- flow/constraint.sdc ---
current_design shift_adder

set clk_period 1.1
set clk_io_pct 0.2

create_clock -name clk0 -period $clk_period [get_ports {clk}]

set non_clock_inputs [all_inputs -no_clocks]
set_input_delay [expr $clk_period * $clk_io_pct] -clock clk0 $non_clock_inputs
set_output_delay [expr $clk_period * $clk_io_pct] -clock clk0 [all_outputs]
==> results_dict.tcl <==
# collected from the flow reports
set metrics [dict create \
    run_status "finished with violations" \
    violations "negative setup slack" \
    cts_tree "done" \
    ys_warn_count 4 \
    drtIter0Drc 12 \
    io_pins 84 \
    io_buffers 83 \
    wl_um 3400 \
    netlist_instances 184 \
    max_freq_mhz 668 \
    synth-main-ff-cell "dfxtp_1" \
    die_area_um2 6890 \
    numCtsBuffers 5 \
    drc 0 \
    relSlewSlack_pct 83.3 \
    clock-sinks 48 \
    ys_seq_elements 48 \
    die_w_um 83.0 \
    area_leaders "dfxtp_1 49%, buf_4 18%, mux2i_1 15%, nor2_1 5.7%, nor2b_1 4.1%" \
    rsz0062_at_grt "yes" \
    path_max_fanout 2 \
    grt_overflow 0 \
    path_class "flip-flop to primary output" \
    antenna_cells 0 \
    gp_congestion 0.710 \
    ys_async_sr_fraction_pct 0 \
    fp.coreArea_um2 6350 \
    grt_pass1_vias 1175 \
    final.setup.worst_slack_ps -398 \
    synth_top_cell_by_area "dfxtp_1" \
    ys_seq_share_pct 48.8 \
    vias_per_cell 3.96 \
    cp_data_arrival_time_ps 1280 \
    synth.distinct_cells 12 \
    insertion_delay_ps 300 \
    finalHoldViolations 0 \
    drv_slew 0 \
    required_ps 880 \
    edf_count 0 \
    drive_gt1_share_pct 30.1 \
    ys_chip_area_um2 1970 \
    power_density_nw_per_um2 1400 \
    fin_util_pct 42.8 \
    grt_pass1_wl_um 5710 \
    setup_violations 2 \
    hold_class "primary input to flip-flop" \
    cp-end-kind "primary output" \
    post-route-period-util_pct 136 \
    yosysTopAreaCellShare_pct 48.8 \
    vias 1201 \
    cts_hold_buf 0 \
    tightest_slew_ps 243 \
    htree_levels 2 \
    cts_buffer_depth 2 \
    initCoreUtil_pct 31.0 \
    ir_drop_v 0.000930 \
    grt_max_degree 32 \
    max_cap_viol_count 0 \
    ys_cells 184 \
    period_needed_ps 1500 \
    cts_root_buf "clkbuf_8" \
    wl_per_cell_um 11.2 \
    leakagePower_uw 0.00124 \
    ant_nets 0 \
    drtPass1Iterations 3 \
    die_y_um 83.0 \
    antenna_found_initial 0 \
    syn_area_per_cell_um2 10.7 \
    clk_pin_slew_ps 90 \
    netlist_area_um2 1970 \
    pre_cts_ws_ps -424 \
    hpwl_um 2450 \
    common_cells "48 x buf_4, 48 x dfxtp_1, 30 x mux2i_1, 30 x nor2_1, 13 x nor2b_1" \
    rows 29 \
    area_growth_syn_to_layout_pct 37.9 \
    startpoint_type "flip-flop" \
    globalRouteTotalUtil_pct 10.4 \
    warning_count 28 \
    skew_ps 8.87 \
]
==> cells in the final DEF, fill, tap and decap left out, drive strengths merged <==
| master | count |
|---|---|
| dfxtp | 48 |
| clkdlybuf4s15 | 35 |
| clkdlybuf4s50 | 32 |
| mux2i | 30 |
| nor2 | 30 |
| nor2b | 13 |
| dlygate4sd2 | 12 |
| buf | 12 |
| clkbuf | 5 |
| and2b | 3 |
| and3b | 2 |
| bufinv | 2 |
| fa | 1 |
| inv | 1 |
==> where the power goes <==
part / internal [uW] / switching [uW] / leakage (uW)
clock: 915 / 603 / 0.0000687
combinational: 292 / 125 / 0.000757
sequential: 1820 / 34.5 / 0.000412
==> layout make-up <==
class / instances / area (um^2)
tap: 77 / 96.3
sequential: 48 / 1020
fill: 607 / 3630
clock buffer: 5 / 68.8
clock inverter: 3 / 68.8
multi-input combinational: 79 / 557
timing repair buffer: 91 / 906
==> layer usage <==
layer  share of wire, %  track usage [%]  vias up
met5                  0                0        -
met4                1.3             1.41        0
met3                7.4             2.72        4
met2                 45             16.1       48
met1                 46             15.6      538
li1                   -                -      611
==> cells by family after synthesis <==
kind of cell | synth area share [%]
mux | 15.2
buf+inv | 23.1
simple gates | 11.9
fa+ha+maj | 1.02
flops | 48.8
==> final timing paths <==
path | from | to | slack (ps) | depth (start not counted)
hold / removal | reset | ans.d12.dfr_1.df_0.df_out | 280 | 3
setup / recovery | carry_hold.dfr_1.df_0.df_out | op[15] | -400 | 2
hold reg to reg | ans.d11.dfr_1.df_0.df_out | ans.d12.dfr_1.df_0.df_out | 450 | 1
setup reg to reg | carry_hold.dfr_1.df_0.df_out | ans.d1.dfr_1.df_0.df_out | 40 | 2
==> per-stage QoR <==
stage / area (um^2) / setup TNS (ps) / total power [uW] / std cells / hold WS, ps
2_1_floorplan: 1970 / -39.9 / 2140 / 184 / 367
3_3_place_gp: 2520 / -659 / 2340 / 292 / 441
3_5_place_dp: 2520 / -673 / 2340 / 292 / 453
4_1_cts: 2680 / -688 / 3870 / 302 / 275
5_1_grt: 2720 / -732 / 4000 / 303 / 270
6_report: 2720 / -630 / 3790 / 303 / 279
==> timing repair <==
item,CTS,global route
resized,114,22
setup buffers,2,1
setup endpoints to repair,49,25
pin swaps,1,1
==> worst max-delay path, cell delays in order, from the launching register on <==
cell and delay, ps:
dfxtp_2 340, fa_2 560, buf_2 90
Power is estimated from default activity; no workload was simulated.
